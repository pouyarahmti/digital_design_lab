**/design/flow/run.sh**
```bash
#!/bin/bash
# OpenROAD 26Q1-2900-gdf79404cd8, Yosys 0.63+post, stock flow scripts
make -C /OpenROAD-flow-scripts/flow DESIGN_CONFIG=/design/flow/config.mk WORK_HOME=/design/flow/orfs finish
```
**/design/flow/config.mk**
```make
export PLATFORM = sky130hd
export DESIGN_NAME = registerbank
export DESIGN_NICKNAME = registerbank
export VERILOG_FILES = /design/flow/design.v
export SDC_FILE = /design/flow/constraint.sdc
export NUM_CORES = 4
export LEC_CHECK = 1
export CORE_UTILIZATION = 30
```
**/design/flow/constraint.sdc**
```tcl
current_design registerbank

set clk_period 18.4
set clk_io_pct 0.2

create_clock -name clk0 -period $clk_period [get_ports {clk}]

set non_clock_inputs [all_inputs -no_clocks]
set_input_delay [expr $clk_period * $clk_io_pct] -clock clk0 $non_clock_inputs
set_output_delay [expr $clk_period * $clk_io_pct] -clock clk0 [all_outputs]
```
**/design/flow/design.v**
```verilog
module registerbank(clk , write , address1  , address2 , address3 , input_data , output_data1 , output_data2 );
	input clk ;
	input write;
	input [4:0] address1 , address2 , address3; 	
	input [63:0] input_data;
	output [63:0] output_data1 , output_data2 ;
	reg [63:0] registers [0:31];
	integer i;
	initial begin
		for(i=0;i<32;i=i+1)
			registers[i] = i;
	end
	assign output_data1 = registers[address1];
	assign output_data2 = registers[address2];
	always @ (posedge clk) begin 
		if(write)	begin
			registers[address3] = input_data;
		end 
	end
endmodule
```
==> results.txt <==
Figures from the implementation reports.

- The share of cells above drive strength 1 is a little over a third.
- The number of buffers and inverters on the critical path is 6.
- The final weighted congestion of routability-driven global placement is around 0.85.
- The commonest cells after synthesis are sky130_fd_sc_hd__edfxtp_1, sky130_fd_sc_hd__mux4_2, sky130_fd_sc_hd__mux2i_1.
- For this run, the detailed router reports a per-instance via density of between 5 and 6.
- The root cell of the clock tree reads sky130_fd_sc_hd__clkbuf_16.
- The clock-pin transition on the worst setup and hold timing paths is 60 ps.
- The total number of warnings across the stage logs reads 26.
- The top-area cell type share of the netlist area reads 65.4%.
- The overall via count from detail_route reads 50.0k.
- The synthesized netlist contains 38 unique library cells.
- The flip-flop count of the largest register, all copies and words added is 2048.
- Setup repair after global routing left no endpoint under its margin.
- The flow ran to the end, and the final reports show no timing, DRC or antenna violations.
- The count of input and output buffers reads 208.
- The number of cells upsized or downsized after cts reads 0.
- The number of register bits inferred by synthesis is slightly above 2k.
- The run reported a max-capacitance violation count of 0.
- The warning count from the yosys run is 1.
- The largest stage delay on the critical path reads around 700 ps.
- For this configuration, the core starts out at a cell density of 30.2%.
- Looking at the post-CTS report, the setup buffer insertion count equals 0.
- The slowest cell on the critical path reads sky130_fd_sc_hd__buf_4.
- The vertical extent of the die is 562 um.
- The quantity of hold-fixing buffers added after cts is 0.
- The number of buffers created by CTS is around 200.
- The final non-filler cell total reads 8918.
- The die width is ~560 um.
- The worst hold path begins at input_data[50].
- The slew at the pin with the worst max-slew slack reads approximately 1100 ps.
- Counting every sink on the clock net gives approximately 2.0k.
- The core outline area reads just over 0.3 mm^2.
- The routed wirelength normalized by instance count is roughly 33 um.
- The sum of internal, switching and leakage power is around 10 mW.
- The synthesized netlist was found by Yosys to have about 4.3k cells.
- The total power divided by cell area is a little over 90 mW/mm^2.
- The TritonCTS clock tree reads built.
- The total track usage is approximately a fifth.
- The floorplan has slightly above 200 rows.
- The worst hold path depth is 2.
- The final tally of max-slew violations reads 0.
- The worst setup path is of the input pin to primary output kind.
- The worst min-delay path endpoint reads registers[18][50]$_DFFE_PP_.
- Including well taps, the total number of placed cells is approximately 8.6k.
- The class of the tightest hold or removal check is input pin to flip-flop.
- The synthesized design contains approximately 2.0k enable-type register cells.
- The worst-case vdd ir drop reads 0.0706 mV.
- The required time of the worst setup path reads about 15000 ps.
- The timing report lists the critical path depth as 10 cells.
- The end-of-flow timing check tallies setup violations at 0.
- The total routed wirelength reads 296 mm.
- The number of levels the H-tree was split into is 4.
- After routing the design area is between 0.1 and 0.15 mm^2.
- The area growth from synthesis to layout is 14.7%.
- The final timing report lists a hold violation count of 0.
- The post-DP HPWL reads between 150 and 200 mm.
- The critical path data arrival time is about 8200 ps.
- OpenROAD reports that the post-layout worst path occupies around 65% of the period.
- The first-pass GRT wire length reads ~420 mm.
- Entering global routing, the biggest net connects 93 pins.
- The total placed instance area reads between 0.1 and 0.15 mm^2.
- The final sum of negative setup slack reads 0 ps.
- For this design the top-level I/O count stands at between 200 and 250.
- The number of global-route vias before repair is around 57k.
- The number of antenna violations at the first check in global routing was 19.
- The remaining routing DRC violations is 0.
- The synthesized instance count is approximately 4.3k.
- The worst hold slack is approximately 3600 ps.
- Counting I/O delays and the setup requirement, the final critical path takes ~12000 ps.
- In this run the static leakage power is between 30 and 40 nW.
- The most prevalent standard cell on the critical path reads sky130_fd_sc_hd__buf_4.
- The final global-route overflow total is 0.
- The summed instance area of the synthesized netlist reads approximately 0.094 mm^2.
- The fraction of registers with async set/reset reads 0%.
- The main area contributors are sky130_fd_sc_hd__edfxtp_1, sky130_fd_sc_hd__mux4_2, sky130_fd_sc_hd__mux2i_1.
- The remaining number of nets flagged by the antenna check after routing is 0.
- The highest clock rate this design can be run at is around 0.084 GHz.
- The critical path maximum fanout is roughly 67.
- The area recorded from the Yosys report for this design is ~0.094 mm^2.
- The report lists the cells along the critical path as buf_8 -> buf_4 -> buf_4 -> buf_4 -> mux4_2 -> nand2_1 -> a32o_1 -> a221oi_1 -> buf_4 -> clkdlybuf4s50_1.
- The length of the first detailed-routing pass in iterations reads 5.
- According to the floorplan report, the total die area is approximately 0.32 mm^2.
- The initial DRC count is ~3.4k.
- In the post-synthesis netlist, the cell with the most instances is sky130_fd_sc_hd__edfxtp_1.
- Grouping stages by cell kind, the critical path spends the most delay in buffers and inverters.
- The type of element capturing the critical path is a primary output.
- The synthesis report names the predominant flop master as sky130_fd_sc_hd__edfxtp_1.
- The worst-case headroom to the max-slew limit reads approximately 24%.
- The cell taking the most area after synthesis reads sky130_fd_sc_hd__edfxtp_1.
- The synthesized area per cell is roughly 22 um^2.
- The maximum buffer depth of the clock tree is 4.
- The portion of the post-synthesis area used by sequential elements reads 65.4%.
- The startpoint kind of the worst setup timing path is an input pin.
-- layer usage --
| metal | wire [um] | share of wire (%) | global-route usage, % |
|---|---|---|---|
| met5 | 711 | 0.24 | 1.52 |
| met4 | 9890 | 3.3 | 5.24 |
| met3 | 60500 | 20 | 18.6 |
| met2 | 140000 | 47 | 30.4 |
| met1 | 84800 | 29 | 19.9 |
-- per-stage QoR --
step                setup WS (ps)  utilization (%)
floorplan                    9440                -
CTS                          6380             34.6
global route                 6170             34.6
global placement             6400             32.7
detailed placement           6390             32.7
finish                       6500             34.6
-- how the worst max path moves through the flow --
| stage | start | endpoint |
|---|---|---|
| 4_1_cts | address1[0] | output_data1[33] |
| 5_1_grt | address2[1] | output_data2[35] |
| 6_report | address2[1] | output_data2[35] |
-- placed cells by master, fill, tap and decap left out, types with 5 or more instances in the layout --
master and instances:
sky130_fd_sc_hd__diode_2 5, sky130_fd_sc_hd__a32o_1 38, sky130_fd_sc_hd__nor2_1 11, sky130_fd_sc_hd__clkinv_1 51, sky130_fd_sc_hd__nor2b_1 13, sky130_fd_sc_hd__bufinv_16 10
sky130_fd_sc_hd__nor2b_4 6, sky130_fd_sc_hd__a221oi_1 93, sky130_fd_sc_hd__nor2_4 35, sky130_fd_sc_hd__a211oi_1 6, sky130_fd_sc_hd__nand3b_1 5, sky130_fd_sc_hd__a22oi_1 18
sky130_fd_sc_hd__o22ai_1 38, sky130_fd_sc_hd__clkbuf_16 205, sky130_fd_sc_hd__buf_4 248, sky130_fd_sc_hd__buf_12 14, sky130_fd_sc_hd__mux2_2 56, sky130_fd_sc_hd__clkdlybuf4s50_1 198
sky130_fd_sc_hd__nand2_1 87, sky130_fd_sc_hd__mux4_2 1039, sky130_fd_sc_hd__clkbuf_1 44, sky130_fd_sc_hd__edfxtp_1 2048, sky130_fd_sc_hd__a22o_1 33, sky130_fd_sc_hd__mux2i_1 362
sky130_fd_sc_hd__buf_8 5, sky130_fd_sc_hd__clkinv_2 26, sky130_fd_sc_hd__o21a_1 22
-- cell type report --
cell class / instances / area [um^2]
Clock buffer: 249 / 5300
Timing Repair Buffer: 467 / 4220
Tap cell: 4140 / 5180
Clock inverter: 91 / 657
Fill cell: 28589 / 204000
Multi-Input combinational cell: 1917 / 31100
Inverter: 1 / 11.3
Sequential cell: 2048 / 61500
Antenna cell: 5 / 12.5
-- cell families (layout without fill, tap and decap cells) --
logic type             count (synthesis)  in the layout  synth area share [%]
AND/OR/NAND/NOR                      184            184                 0.880
AND-OR/OR-AND                        276            276                  2.44
flip-flops                          2048           2048                  65.4
multiplexers                        1457           1457                  29.4
buffers and inverters                348            808                  1.94
other                                  0              5                     0
-- where the power goes --
group	total (mW)	internal (mW)	switching (mW)
logic	0.924	0.421	0.503
clock network	3.89	2.16	1.73
registers	5.21	5.19	0.0223
Power figures rest on the tool's default switching activity, not on a simulated workload.
