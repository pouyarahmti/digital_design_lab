===== /design/flow/design.v =====
module ALU(num1, num2, op, z, out );
	input [63:0] num1;
	input [63:0] num2;
	input [3:0] op;
	output  z;
	output reg [63:0] out;
	assign z = (out) ? 0 : 1 ; 
	always @(num1 , num2 , op) begin 
		out = 64'hz;	
		case(op)	
			4'b0000:out = num1&num2;
			4'b0001:out = num1|num2;
			4'b0010:out = num1+num2;
			4'b0110:out = num1-num2;
			4'b0111:out = num2;
			4'b1100:out = ~(num1|num2);
		endcase
	end 
 endmodule

===== /design/flow/run.sh =====
#!/bin/bash
# OpenROAD 26Q1-2900-gdf79404cd8, Yosys 0.63+post, stock flow scripts
make -C /OpenROAD-flow-scripts/flow DESIGN_CONFIG=/design/flow/config.mk WORK_HOME=/design/flow/orfs finish

===== /design/flow/config.mk =====
export PLATFORM = sky130hd
export DESIGN_NAME = ALU
export DESIGN_NICKNAME = ALU
export VERILOG_FILES = /design/flow/design.v
export SDC_FILE = /design/flow/constraint.sdc
export NUM_CORES = 4
export LEC_CHECK = 1
export CORE_UTILIZATION = 40

===== /design/flow/constraint.sdc =====
current_design ALU

set clk_period 33.9
set clk_io_pct 0.2

create_clock -name clk0 -period $clk_period

set non_clock_inputs [all_inputs -no_clocks]
set_input_delay [expr $clk_period * $clk_io_pct] -clock clk0 $non_clock_inputs
set_output_delay [expr $clk_period * $clk_io_pct] -clock clk0 [all_outputs]

==> results.yml <==
# generated from flow reports
run_status:
  status: "finished, final reports clean"
pwr:
  p_leak_nw: 3.94
  max-vdd-ir-drop_mv: 0.00690
  switching_share_pct: 57.2
  power_switching_mw: 0.114
  seqPwrFrac_pct: 0
  p_comb_share_pct: 100.0
  power_density_nw_per_um2: 18.5
  finalPower_mw: 0.199
  clkPwrFrac_pct: 0
  p_int_mw: 0.0849
yosys:
  avgSynthCellArea_sq_um: 6.14
  synth_top_area_share_pct: 11.8
  syn_inst: 1415
  synth.distinct_cells: 86
  yosys_area_sq_um: 8690
  synth_top_cell_by_area: "a21oi_1"
  syn_area_sq_um: 8690
  yosysWarnings: 2
  synthTopCellsByArea: "a21oi_1 12%, ha_1 9.5%, nand2_1 6.7%"
  ys_cells: 1415
  ys_seq_share_pct: 0
min_path:
  hold_path.class: "input port to output port"
cells_and_area:
  nClkBuffers: 0
  final_cells: 1794
  post-route-util_pct: 50.8
  syn2layout_area_growth_pct: 23.7
  final_cell_mix: "204 x a21oi_1, 197 x clkdlybuf4s50_1, 154 x nand2_1, 93 x nor2_1, 81 x o21ai_0"
  design_area_sq_um: 10700
  nFlopsAndLatches: 0
  layout_top_cell: "a21oi_1"
  regArea_sq_um: 0
  fill_cells: 2232
  drive_above_1_share_pct: 3.55
sta:
  hold-worst-slack_ns: 14.67
  finalHoldViolCount: 0
  finalSetupViolations: 0
  rsz0062_at_grt: "false"
  fin_crit_sh_pct: 62.3
  worst_slew_pin_slew_ns: 0.803
  fmax_mhz: 47.4
  postLayoutSetupSlackWorst_ns: 12.78
  period_minus_slack_ns: 21.12
  slew_viol_final: 0
  relSlewSlack_pct: 45.9
  fin_tns_setup_ns: 0
run:
  cap_viol_max_count: 0
  warning_count: 34
placed_design:
  dp.cells: 1794
  gp_congestion: 1.04
  place_ws_ns: 12.98
  port_buffers: 197
  dpl-instance-area_sq_um: 10700
  dp_hpwl_mm: 32.5
routing:
  antenna_left: 0
  wl_mm: 41.3
  drt_iter0_drc: 848
  post-route-drc-count: 0
  wire_per_inst_um: 23.0
  vias: 11500
  antenna-diode-count: 0
  drtPass1Iterations: 5
  vias_per_cell: 6.43
floorplanning:
  core_area_sq_um: 21200
  die_w_um: 149
  dieHeight_um: 149
  chip_area_sq_um: 22300
  ioPinCount: 197
  core.rowCount: 53
  initCoreUtil_pct: 41.1
worst_setup_path:
  critical_path.startpoint: "op[3]"
  path_class: "input port to output port"
  arrival_ns: 14.34
  required_ns: 27.12
  end_kind: "output port"
  cp_max_fo: 33
  crit_path_end: "z"
  setup.worst_path.start_class: "input port"
cts:
  post_cts_buffers: 0
  cts_hold_buf: 0
  cts_resized: 0
grt:
  grt_pass1_vias: 10600
  overflow: 0
  grt_pass1_wl_mm: 62.4
  grt_max_degree: 57
  grtUsageTotal_pct: 36.8
  antenna_found_initial: 0
cell usage after synthesis, types with 6 or more instances:
cell,instances
a211o_1,7
a211oi_1,9
a21boi_0,6
a21o_1,32
a21oi_1,205
a221oi_1,13
a2bb2oi_1,13
a31oi_1,13
and3_1,24
buf_1,15
clkbuf_1,93
ha_1,66
inv_1,54
nand2_1,154
nand2b_1,13
nand3_1,23
nand4_1,40
nor2_1,94
nor2b_1,16
nor3_1,67
nor4_1,15
o2111ai_1,8
o211ai_1,18
o21a_1,18
o21ai_0,81
o21ai_1,19
o21bai_1,9
o221a_2,7
o221ai_1,18
o31ai_1,34
or3_1,11
or4_1,6
xnor2_1,65
xor2_1,40
cell type report:
cell class	instances	area (sq um)	area share (%)
inverters	54	203	1.89
repair buffers	214	2100	19.5
well taps	275	344	3.20
multi-input cells	1251	8090	75.4
metal layers:
layer  vias up  GRT usage (%)  share of wire [%]
li1       5542              -                  -
met1      5412           53.7                 45
met2       511           57.8                 44
met3        76           2.84                7.4
met4         0           10.1                2.9
met5         -              0                  0
power by group through the flow:
stage / logic [mW] / clock network (mW) / registers [mW]
CTS: 0.195 / 0 / 0
global route: 0.214 / 0 / 0
finish: 0.199 / 0 / 0
worst min path at each step:
stage | from | to | slack (ns) | cells after the start
after CTS | num1[13] | out[13] | 14.67 | 4
after global routing | num1[13] | out[13] | 14.73 | 4
final | num1[13] | out[13] | 14.67 | 4
cell families after synthesis:
kind of cell | after synthesis | synth area share, %
muxes | 6 | 0.749
and+or+nand+nor | 509 | 29.5
buffers and inverters | 164 | 7.12
xor gates and xnor gates | 105 | 10.6
AOI/OAI and AO/OA | 563 | 42.1
adders and majority gates | 68 | 9.85
critical path: stages:
cell,delay [ns]
clkdlybuf4s50_1,0.73
nor3b_2,0.74
buf_4,0.53
nand2_1,0.10
buf_4,0.30
nand2_1,0.17
o21ai_0,0.31
a21oi_1,0.26
xor2_1,0.17
ha_1,0.36
a21o_1,0.23
a31oi_1,0.38
o221ai_1,0.20
or2_1,0.27
o31a_1,0.10
a41oi_1,0.19
xor2_1,0.17
o2111ai_1,0.25
or4bb_1,0.55
nor4_1,0.52
nand4bb_1,0.19
nor4_2,0.28
clkdlybuf4s50_1,0.49
Power and IR drop assume default switching activity.
