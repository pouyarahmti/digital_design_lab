`./constraint.sdc`:
```
current_design InstructionMemory

set clk_period 3.2
set clk_io_pct 0.2

create_clock -name clk0 -period $clk_period

set non_clock_inputs [all_inputs -no_clocks]
set_input_delay [expr $clk_period * $clk_io_pct] -clock clk0 $non_clock_inputs
set_output_delay [expr $clk_period * $clk_io_pct] -clock clk0 [all_outputs]
```
`./run.sh`:
```
#!/bin/bash
# OpenROAD 26Q1-2900-gdf79404cd8, Yosys 0.63+post, stock flow scripts
make -C /OpenROAD-flow-scripts/flow DESIGN_CONFIG=/design/flow/config.mk WORK_HOME=/design/flow/orfs finish
```
`./config.mk`:
```
export PLATFORM = sky130hd
export DESIGN_NAME = InstructionMemory
export DESIGN_NICKNAME = InstructionMemory
export VERILOG_FILES = /design/flow/design.v
export SDC_FILE = /design/flow/constraint.sdc
export NUM_CORES = 4
export LEC_CHECK = 1
export CORE_AREA = 10 10 85 85
export DIE_AREA = 0 0 95 95
export SYNTH_MEMORY_MAX_BITS = 65536
```
`./design.v`:
```
module InstructionMemory( address , out);
	parameter delay = 10;
	parameter n = 1024;
	input [63:0] address;
	output [31:0] out;
	reg [7:0] memory [0:n-1];
	integer i;
	initial begin 	
		for(i=0;i<n;i=i+1)
  			memory[i]=0;
		{memory[3], memory[2], memory[1], memory[0]} = 32'h8b1f03e5;
		{memory[7], memory[6], memory[5], memory[4]} = 32'hf84000a4;
		{memory[11], memory[10], memory[9], memory[8]} = 32'h8b040086;
		{memory[15], memory[14], memory[13], memory[12]} = 32'hf80010a6;
	end
	assign  out  = {memory[address + 3],memory[address + 2],memory[address + 1],memory[address + 0] };
endmodule
```
==> run_results.csv <==
group,metric,value,unit
layout,drive_above_1_share,40.1,%
floorplanning,die_x,95,um
final_timing,grt_setup_unrepaired,"yes",
worst_setup_path,start_kind,"input port",
yosys,ys_types,41,
min_path,min_path_cells,5,
yosys,yosysMostFrequentCell,"nor2_1",
worst_setup_path,arrival,2520,ps
yosys,common_cells,"nor2_1, a21oi_1, nand2_1",
yosys,synth.avg_cell_area,6.54,sq um
global_routing,grt_max_degree,18,
layout,ff_count,0,
floorplanning,coreArea,0.00547,sq mm
final_timing,fmax,316,MHz
run,warnings,96,
outcome,status,"completed",
worst_setup_path,critPathMaxStageDelay,460,ps
placed_design,dpl_cell_area,0.00204,sq mm
floorplanning,io_pins,96,
drt,viasPerCell,4.63,
placed_design,pre_cts_slack,-517,ps
global_routing,use_met1,12.2,%
layout,instances_no_fill,339,
yosys,yosysTopAreaCellShare,13.4,%
drt,antenna_cells,0,
worst_setup_path,slowest_stage,"clkdlybuf4s50_1",
yosys,syn-cell-area,0.00122,sq mm
final_timing,hold_viol,0,
layout,seq_area,0,sq um
pwr,power_density,113,mW/mm^2
floorplanning,fp_util,22.2,%
global_routing,grt_pass1_vias,1409,
placed_design,gp_routability_congestion,0.853,
global_routing,grt_use_met2,15.3,%
worst_setup_path,worstSetupPathType,"input port to primary output",
global_routing,grt_use_total,8.94,%
final_timing,finalSetupViolCount,0,
drt,drt-wirelength-per-cell,12.2,um
floorplanning,rows,27,
final_timing,min_period_over_period,98.8,%
yosys,synth_cells,186,
yosys,top_cells_by_area,"ha_1, nor2_1, a21oi_1",
worst_setup_path,cp.required,2560,ps
final_timing,hold_slack,1950,ps
final_timing,tightest_slew,281,ps
yosys,ys_seq_share,0,%
placed_design,port-buffer-count,42,
global_routing,use_met3,1.52,%
drt,ant_nets,0,
drt,wl,4.15,mm
min_path,hp-start,"address[0]",
drt,drc,0,
yosys,ys_chip_area,0.00122,sq mm
final_timing,drv_slew,0,
worst_setup_path,critPathMaxFanout,7,
layout,syn2layout_area_growth,84.5,%
global_routing,top_usage_layer,"met2",
pwr,finalPower,0.253,mW
global_routing,overflow,0,
worst_setup_path,startpoint,"address[2]",
yosys,ys_warn_count,1,
layout,final_area,0.00224,sq mm
global_routing,grt_pass1_wl,6.86,mm
worst_setup_path,critical_path.cell_chain,"buf_2 -> buf_4 -> ha_2 -> a21oi_4 -> xnor2_1 -> o22ai_1 -> nand3_1 -> buf_6 -> buf_4 -> nor2_2 -> clkdlybuf4s50_1",
placed_design,place_hpwl,3.38,mm
placed_design,dp.cells,336,
floorplanning,die_y,95,um
drt,num_vias,1570,
final_timing,relSlewSlack,81.2,%
final_timing,min_period,3160,ps
pwr,peakVddDrop,0.0355,mV
final_timing,fin_ws,39.2,ps
worst_setup_path,path_delay_family,"buffers and inverters",
min_path,holdPathEnd,"out[31]",
yosys,synth_stat.cells,186,
min_path,hp-class,"input port to primary output",
floorplanning,die_area,0.00903,sq mm
yosys,top_area_cell,"ha_1",
drt,first_pass_iters,5,
layout,nClkBuffers,0,
run,max_cap_viol_count,0,
worst_setup_path,worst-path-buf-inv,5,
layout,final_core_util,41.0,%
drt,drtIter0Drc,50,
layout,fillCellCount,562,
clocking,cts_hold_buffers,0,
final_timing,fin_setup_tns,0,ps
pwr,leakage,0.994,nW
worst_setup_path,crit_top_cell,"buf_4",
worst_setup_path,endpoint_kind,"primary output",
global_routing,antenna_found_initial,0,
-- placed cells by master (no fill, tap or decap), types with 3 or more instances in the layout --
cell | Yosys | routed
buf_4 | 1 | 48
clkdlybuf4s50_1 | 0 | 25
nor2_1 | 26 | 24
a21oi_1 | 18 | 17
nand2_1 | 15 | 14
buf_6 | 2 | 9
mux2i_1 | 9 | 8
o21ai_0 | 8 | 7
dlymetal6s2s_1 | 0 | 6
xnor2_1 | 5 | 5
nand3_1 | 5 | 5
a31oi_1 | 5 | 5
inv_1 | 9 | 5
nor3_2 | 0 | 5
ha_4 | 0 | 5
ha_1 | 13 | 5
inv_2 | 0 | 4
or2_2 | 4 | 4
nand4_1 | 4 | 4
nor2b_1 | 4 | 4
a211oi_2 | 1 | 4
dlygate4sd2_1 | 0 | 4
clkbuf_2 | 0 | 4
nor3_1 | 9 | 3
ha_2 | 0 | 3
-- worst max-delay path by stage --
stage / to / depth (start not counted)
final: out[26] / 11
after CTS: out[31] / 11
after global routing: out[26] / 11
-- repair_timing --
action                     4_1_cts  5_1_grt
setup buffers                    1        2
pin swaps                        6        5
setup endpoints to repair       32       24
gates resized                   39       41
-- layout make-up --
type / count / area [sq um] / area share, %
multi-input cells: 159 / 1250 / 55.9
repair buffers: 99 / 866 / 38.6
well taps: 72 / 90.1 / 4.02
inverters: 9 / 33.8 / 1.51
-- where the power goes --
part	switching, mW	leakage [nW]	internal, mW
clock	0	0	0
combinational	0.126	0.994	0.126
sequential	0	0	0
-- cells by family after synthesis --
logic type	after synthesis	share of synthesized area, %
and+or+nand+nor	78	32.1
muxes	11	9.26
buffers and inverters	27	10.6
AOI/OAI and AO/OA	47	24.7
xor gates and xnor gates	10	9.98
adders and majority gates	13	13.4
-- per-layer routing --
metal	routed length (um)	vias to the layer above
met5	0	-
met1	1900	703
met3	338	0
li1	-	824
met2	1910	43
met4	0	0
Power is estimated from default activity; no workload was simulated.
